==> design/flow/design.v <==
module BCD_to_7segment(input [3:0]BCD,
                       output [6:0]cathode, 
							  output anode);
always@(BCD)
  begin
  segment_task(BCD,cathode,anode);
  end
task segment_task(input [3:0]BCD,
                    output [6:0]cathode,
						  output anode);
  begin
   anode=1'b0;
     case(BCD)
		  4'b0000 : cathode=7'b0111111;
		  4'b0001 : cathode=7'b0000110;
		  4'b0010 : cathode=7'b1011011;
		  4'b0011 : cathode=7'b1001111;
		  4'b0100 : cathode=7'b1100110;
		  4'b0101 : cathode=7'b1101101;
		  4'b0110 : cathode=7'b1111101;
		  4'b0111 : cathode=7'b0000111;
		  4'b1000 : cathode=7'b1111111;
		  4'b1001 : cathode=7'b1101111;
		  default : cathode=7'd0;
	  endcase
  end
endtask						  
endmodule
==> design/flow/run.sh <==
#!/bin/bash
# OpenROAD 26Q1-2900-gdf79404cd8, Yosys 0.63+post, stock flow scripts
make -C /OpenROAD-flow-scripts/flow DESIGN_CONFIG=/design/flow/config.mk WORK_HOME=/design/flow/orfs finish
==> design/flow/config.mk <==
export PLATFORM = sky130hd
export DESIGN_NAME = BCD_to_7segment
export DESIGN_NICKNAME = BCD_to_7segment
export VERILOG_FILES = /design/flow/design.v
export SDC_FILE = /design/flow/constraint.sdc
export NUM_CORES = 4
export LEC_CHECK = 1
export CORE_AREA = 10 10 70 70
export DIE_AREA = 0 0 80 80
==> design/flow/constraint.sdc <==
current_design BCD_to_7segment

set clk_period 1.0
set clk_io_pct 0.2

create_clock -name clk0 -period $clk_period

set non_clock_inputs [all_inputs -no_clocks]
set_input_delay [expr $clk_period * $clk_io_pct] -clock clk0 $non_clock_inputs
set_output_delay [expr $clk_period * $clk_io_pct] -clock clk0 [all_outputs]
==> results.yml <==
# flow metrics
timing:
  rsz0062_at_grt: "true"
  worst_slack_ns: -0.160
  finalCriticalPeriod_ns: 1.16
  finalHoldViolations: 0
  setup_tns_ns: -0.855
  setup_viol: 7
  maxSlewViolCount: 0
  fin_crit_sh: 1.16
  max_freq_ghz: 0.862
global_route:
  grtUsageMet2: 0.0433
  grt_usage: 0.0212
  gr-total-overflow: 0
  met1_usage: 0.0218
  met3_usage: 0.00568
  top_usage_layer: "met2"
  first_global_vias: 277
  grt_pass1_wl_mm: 1.19
  antenna_found_initial: 0
  grt_max_degree: 6
yosys:
  syn_area_sq_um: 213
  syn_area_per_cell_sq_um: 7.60
  top_cells_by_count: "6 x ha_1, 5 x inv_1, 4 x o21ai_0"
  yosysWarnings: 1
  synthDistinctLibCells: 16
  syn_inst: 28
  yosysTopAreaCell: "ha_1"
  top_area_frac: 0.353
  synth_top_cell_by_count: "ha_1"
  synth.area.top_cells: "ha_1 35%, o21ai_0 9.4%, inv_1 8.8%"
  yosys_area_sq_um: 213
  seq_area_frac_synth: 0
  ys_cells: 28
route:
  wire_per_inst_um: 7.52
  drtIter0Drc: 6
  post-route-drc-count: 0
  antennaDiodeCount: 0
  firstDrtPassIters: 2
  ant_nets: 0
  vias: 279
  post_drt_via_cell_ratio: 2.88
  routed_wl_um: 729
pwr:
  swShare: 0.409
  power_frac_seq: 0
  power_density_nw_per_um2: 359
  switchingPower_uw: 79.6
  intPower_uw: 115
  peakVddDrop_mv: 0.0461
  pwr-share-comb: 1.000
  p_leak_uw: 0.000241
  power_frac_clock: 0
worst_setup_path:
  cp.arrival_ns: 0.96
  path_buffers: 5
  cp_top_family: "buffers and inverters"
  crit_path_max_incr_delay_ns: 0.26
  worstPathCellList: "buf_8 > inv_6 > buf_4 > ha_4 > inv_1 > o21ai_1 > buf_2"
  cp_data_required_time_ns: 0.80
  path_class: "primary input to output port"
  critPathSlowestCell: "ha_4"
  start_kind: "primary input"
  cp-end-kind: "output port"
  worstPathMaxFanout: 4
die:
  dieWidth_um: 80
  std_cell_rows: 21
  ioPinCount: 12
  core_area_sq_um: 3420
  chip_area_sq_um: 6400
  initCoreUtil: 0.0623
  die_h_um: 80
place:
  pre_cts_slack_ns: -0.958
  portBuffers: 11
  gp_congestion: 0.706
  hpwl_um: 548
  place_area_sq_um: 425
clock_network:
  ctsHoldBuffers: 0
layout:
  clkbuf_count: 0
  regArea_sq_um: 0
  seq_cells: 0
  area_delta_synth_final_pct: 155
  fin_area_sq_um: 542
  drive_gt1_frac: 0.824
job:
  warning_count: 39
  drv_cap: 0
min_path:
  holdCritPathClass: "primary input to output port"
run_status:
  status: "finished with violations"
  violations: "negative setup slack"
[power groups by stage]
stage         Combinational, uW  Clock, uW  Sequential, uW
global route                216          0               0
finish                      195          0               0
CTS                         185          0               0
[final timing paths]
check               from    endpoint  cells after the start
hold / removal    BCD[2]  cathode[5]                      3
setup / recovery  BCD[0]  cathode[3]                      7
[cell type report]
cell class / instances / area, sq um
fill: 382 / 2870
timing repair buffer: 24 / 199
multi-input combinational: 22 / 259
inverter: 5 / 26.3
tap: 46 / 57.6
[cells by family (layout without fill, tap and decap cells)]
family / count (synthesis) / after routing / synth area share
AOI/OAI and AO/OA: 11 / 11 / 0.365
adders and majority gates: 6 / 6 / 0.353
buffers and inverters: 6 / 29 / 0.124
and+or+nand+nor: 3 / 3 / 0.100
other: 1 / 1 / 0.0176
xor gates and xnor gates: 1 / 1 / 0.0412
[through the flow]
stage | power (uW) | std cells | hold slack (ns) | util
finish | 195 | 97 | 0.698 | 0.159
global route | 216 | 97 | 0.728 | 0.159
floorplan | 53.5 | 28 | 0.425 | -
global placement | 154 | 91 | 1.41 | 0.125
CTS | 185 | 97 | 0.872 | 0.153
detailed placement | 156 | 91 | 1.42 | 0.125
[layout by cell type, fill, tap and decap left out, drive strengths merged]
master / n
ha: 6
a21oi: 2
nor2: 1
a21o: 1
conb: 1
o21ai: 5
inv: 5
buf: 23
clkbuf: 1
xnor2: 1
a22o: 1
nand2: 1
nor2b: 1
o22ai: 2
[per-layer routing]
layer,vias up,part of all wire
li1,143,-
met1,128,0.39
met2,8,0.49
met3,0,0.12
met4,0,0
met5,-,0
[worst min-delay path, cell delays in order]
cell,delay (ns)
clkbuf_2,0.13
o22ai_2,0.06
buf_2,0.11
[repair_timing]
| item | in CTS | in global routing |
|---|---|---|
| cloned | 0 | 0 |
| pin swaps | 9 | 3 |
| gates resized | 61 | 10 |
| setup buffers | 6 | 0 |
| endpoints found under the setup margin | 7 | 7 |
Power and IR drop assume default switching activity.
