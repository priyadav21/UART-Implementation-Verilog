==> design.v <==
module Baud_generator(input [1:0]baud_select,
                      input clk,
							        reset,
							 output reg baud_out);
localparam baud_rate1=41667;
localparam baud_rate2=20834;
localparam baud_rate3=10417;
localparam baud_rate4=5209;
reg [15:0]mod_count;
reg [15:0]count;
always@(*)
  begin
     case(baud_select)
 2'b00: mod_count=baud_rate1;
 2'b01: mod_count=baud_rate2;
 2'b10: mod_count=baud_rate3;
 2'b11: mod_count=baud_rate4;
                default: mod_count=0; 
	  endcase
  end
always@(posedge clk, negedge reset)
  begin
     if(!reset)
		begin
       count<=0;
		 baud_out<=0;
		end
     else
        begin
            if(count==mod_count)
                begin
                   baud_out<=1'b1;
                   count<=0;
                end
             else 
                 begin
                    baud_out<=0;
                    count<=count+1;
                 end
        end
  end		  
endmodule
module Binary_to_7segment(input [7:0]Binary,
                          input clk,
								        reset,
								  output [6:0]cathode_data,
								  output [3:0]anode_value );
wire [11:0]BCD;
Binary_to_BCD btb(.binary(Binary),
                  .BCD(BCD));
seven_segment_driver btss(.clk(clk),
                          .reset(reset),
								  .a(4'b0000),
								  .b(BCD[11:8]),
								  .c(BCD[7:4]),
								  .d(BCD[3:0]),
								  .seg_data(cathode_data),
								  .AN_value(anode_value));
endmodule
module Binary_to_BCD(input [7:0]binary,
                     output reg [11:0]BCD);
always@(binary)
   BCD_task(binary,BCD);
task BCD_task(input [7:0]binary,
              output [11:0]BCD);
reg [19:0]temp;
integer i;
  begin
     temp={12'd0,binary};
	    for(i=0;i<=7;i=i+1)
		    begin
			  if(temp[19:16]>4)
			     temp[19:16]=temp[19:16]+3;
			  if(temp[15:12]>4)
			     temp[15:12]=temp[15:12]+3;
			  if(temp[11:8]>4)
			     temp[11:8]=temp[11:8]+3;
				temp={temp[18:0],1'b0};
			 end
		BCD=temp[19:8];
  end
endtask 
endmodule
module FSM_Rx(input  fsm_enable,
                     parity_error,
							clk,
							reset,
				  output reg shift,
				         check_parity,
							check_stop );
localparam idle=3'b000;
localparam data=3'b010;
localparam parity=3'b011;
localparam stop=3'b100;
reg [2:0]p_s,n_s;
reg [2:0]count;
always@(posedge clk,negedge reset)
  begin
     if(!reset)
         p_s<=idle;
     else
         p_s<=n_s;
  end
always@(*)
  begin
		case(p_s)
		   idle    : if(fsm_enable==1)
			              n_s<=data; 
					    else
					        n_s<=idle;
			data    : if(count==3'b111)
			              n_s<=parity;
			          else
							   n_s<=data;
			parity  : if(parity_error)
			             n_s<=idle;
						 else 
						    n_s<=stop;
			stop    : n_s<=idle;
			default : n_s<=idle;
		endcase
  end		
always@(posedge clk, negedge reset)
  begin
    if(!reset)
	    count<=0;
	  else if(p_s==data)
      	  if(count==3'b111)
	           count<=0;
			  else
			     count<=count+1;
	     else
		    count<=0;
  end 
always@(*)
  begin
     case(p_s)
	     idle : begin 
		           shift=0;
					  check_parity=0;
					  check_stop=0;
					end 
			data : begin 
		           shift=1;
					  check_parity=0;
					  check_stop=0;
					end 
		parity : begin 
		           shift=0;
					  check_parity=1;
					  check_stop=0;
					end 
			stop : begin 
		           shift=0;
					  check_parity=0;
					  check_stop=1;
					end 
	  default : begin 
		           shift=0;
					  check_parity=0;
					  check_stop=0;
					end 
	 endcase
  end 
endmodule 
module FSM_Tx(input tx_start,
                    clk,
						  reset,						  
              output reg load,
                         shift,
              output reg [1:0]mux_sel);
localparam idle  =3'b000;
localparam start  =3'b001;
localparam data   =3'b010;
localparam parity =3'b011;
localparam stop   =3'b100;
reg [2:0]p_s,n_s;
reg [2:0]count;
always@(posedge clk,negedge reset)
   begin 
	  if(!reset)
	    p_s<=idle;
	  else
	     p_s<=n_s;
	end
always@(*)
  begin
		case(p_s)
		   idle    : if(tx_start==1)
			              n_s<=start;
					    else
					        n_s<=idle;
			start   : n_s<=data;
			data    : if(count==3'b111)
			              n_s<=parity;
			          else
							   n_s<=data;
			parity  : n_s<=stop;
			stop    : if(tx_start)
			            n_s<=start;
						 else
						   n_s<=idle;
			default : n_s<=idle;
		endcase
	end
always@(posedge clk,negedge reset)
 begin
   if(!reset)
	   count<=3'b000;
	else if(p_s==data)
	        if(count==3'b111)
			     count<=3'b000;
			  else 
			     count<=count+1;
		  else count<=3'b000;
 end
always@(*)
  begin
    case(p_s)
	   idle : begin
		          load<=1'b0;
					 shift<=1'b0;
					 mux_sel<=2'b11;
				  end	   
		start : begin
		          load<=1'b1;
					 shift<=1'b0;
					 mux_sel<=2'b00;
				  end	   
		data  : begin
		          load<=1'b0;
					 shift<=1'b1;
					 mux_sel<=2'b01;
				  end	   
		parity: begin
		          load<=1'b0;
					 shift<=1'b0;
					 mux_sel<=2'b10;
				  end	   
		stop  : begin
		          load<=1'b0;
					 shift<=1'b0;
					 mux_sel<=2'b11;
				  end		
	   default: begin
		          load<=1'b0;
					 shift<=1'b0;
					 mux_sel<=2'b11;
				  end
	  endcase
  end		
endmodule
module Mux_4_1(input i0,i1,i2,i3,
               input [1:0]s,
					output z);
assign z = ((~s[0])&(~s[1])&i0)||((~s[1])&s[0]&i1)||(s[1]&(~s[0])&i2)||(s[1]&s[0]&i3);
endmodule
module PISO(input [7:0]data_in,
            input  clk,
						 load,
						 shift,
						 reset,
				output  piso_out);
reg [7:0]temp_reg;
always@(posedge clk,negedge reset)
   begin
	  if(!reset)
	     temp_reg<=8'b00000000;
     else  if(load)
              temp_reg<=data_in;
           else if(shift)
		            begin
					     temp_reg<={2'b0,temp_reg[7:1]};
					   end 
	end
	assign piso_out=temp_reg[0];
endmodule
module Parity_checker_odd(input [7:0]data_in,
                          input rx_in,
								        parity_check,
											clk,
										  reset,
								  output reg parity_error,
								  output reg [7:0]data_out);
always@(posedge clk, negedge reset)
  begin
   if(!reset)
	 begin
	   data_out<=0;
		parity_error<=0;
	 end
	else
      begin
   		if(parity_check)
	         begin      
	            if(^data_in==rx_in) 
		            begin 
                    parity_error<=1;				  
				        data_out<=data_in;
			            end
		         else
      				  begin
                      parity_error<=0;
							 data_out<=0;
                    end 
		      end
			 else
      		  begin
                    parity_error<=0;
						  data_out<=data_out;
               end 
      end
  end  
endmodule
module Parity_generator(input [7:0]data_in,
                        input load,
								input clk,
								input reset,
                        output reg parity_bit);
always @(posedge clk or negedge reset)
begin
	if(!reset)
		begin
			parity_bit<=0;
		end
	else
		begin
			if(load)
				parity_bit<=^data_in;
			else
				parity_bit<=parity_bit;
		end
end
endmodule
module Receiver_module(input rx_in,
                             clk,
									  reset,
                       output [7:0]data_out );
wire fsm_enable,
     parity_error,
     shift,
	  parity_check,
	  check_stop;
wire [7:0]data_in_pc,data_in_sb;	  
Start_bit_checker S1(.rx_in(rx_in),
							.fsm_enable(fsm_enable));	
FSM_Rx F1(.fsm_enable(fsm_enable),
          .parity_error(parity_error),
			 .clk(clk),
			 .reset(reset),
			 .shift(shift),
			 .check_parity(parity_check),
			 .check_stop(check_stop));
Parity_checker_odd P1(.data_in(data_in_pc),
                      .rx_in(rx_in),
							 .reset(reset),
							 .clk(clk),
							 .parity_check(parity_check),
							 .parity_error(parity_error),
							 .data_out(data_in_sb));
SIPO S2(.rx_in(rx_in),
        .shift(shift),
		  .clk(clk),
		  .reset(reset),
		  .data_in(data_in_pc));
Stop_bit_checker S3(.rx_in(rx_in),
                    .clk(clk),
						  .reset(reset),
                    .check_stop(check_stop),
						  .data_in(data_in_sb),
						  .data_out(data_out));
endmodule
module SIPO(input  rx_in,
            input  clk,
				       shift,
						 reset,
				output [7:0]data_in);
reg [7:0]temp_reg;
always@(posedge clk,negedge reset)
begin
  if(!reset)
       temp_reg<=0;
  else if(shift)
          temp_reg<={rx_in,temp_reg[7:1]};
end	  
assign data_in=temp_reg;
endmodule
module Start_bit_checker(input rx_in,
                         output reg fsm_enable);
always@(*)
   if(!rx_in)
	   fsm_enable=1'b1;
	else
	   fsm_enable=1'b0;
endmodule
module Stop_bit_checker(input rx_in,
                              check_stop,
										clk,
										reset,
								input [7:0]data_in,
								output reg [7:0]data_out);
always@(posedge clk, negedge reset)
  if(!reset)
    data_out<=0;
	else    
     if(check_stop&rx_in)
			     data_out<=data_in;
endmodule
module Top_Module_UART(input [7:0]data_in,
                       input rx_in,
							        reset,
									  clk,
									  tx_start,
							  input [1:0]baud_select,
						   output  tx_out,
						   output  [7:0]data_out);
wire tx_out;						
wire baud_out;						
Baud_generator B1(.clk(clk),
                  .reset(reset),
						.baud_select(baud_select),
						.baud_out(baud_out));
Transmitter_module T1(.data_in(data_in),
                   .tx_start(tx_start),
						 .clk(baud_out),.reset(reset),
						 .tx_out(tx_out));
Receiver_module R1(.rx_in( rx_in),
                   .clk(baud_out),
						 .reset(reset),
						 .data_out(data_out));
endmodule
module Top_module_1(input clk,
                          reset,
								  tx_start,
						  input [7:0]data_in,
						  input [1:0]baud_select,
						  output [6:0]cathode_value,
						  output [3:0]anode_value  );
wire [7:0]data_out;
Top_Module_UART U1(.data_in(data_in),
                   .clk(clk),
						 .reset(~reset),
						 .tx_start(tx_start),
						 .baud_select(baud_select),
						 .data_out(data_out));
Binary_to_7segment Bts(.Binary(data_out),
                       .clk(clk),
							  .reset(~reset),
							  .cathode_data(cathode_value),
							  .anode_value(anode_value));
endmodule
module Transmitter_module(input [7:0]data_in,
                          input tx_start,
								         clk,
											reset,
								  output tx_out);
wire load,shift,parity_bit,piso_out;
wire [1:0]mux_sel;
FSM_Tx F1(  .tx_start(tx_start),
            .load(load),
				.shift(shift),
				.reset(reset),
				.mux_sel(mux_sel),
				.clk(clk));
Parity_generator P1(  .data_in(data_in),
                      .load(load),
							 .clk(clk),
							 .reset(reset),
							 .parity_bit(parity_bit));
PISO P2(  .data_in(data_in),
          .load(load),
			 .reset(reset),
			 .clk(clk),
			 .shift(shift),
			 .piso_out(piso_out));
Mux_4_1 M1(  .i0(1'b0),
             .i1(piso_out),
				 .i2(parity_bit),
				 .i3(1'b1),
				 .s(mux_sel),
				 .z(tx_out));
endmodule
`timescale 1ns / 1ps
module seven_segment_driver(input clk,
                                  reset,
									 input [3:0]a,b,c,d,
									 output reg [6:0]seg_data,
									 output reg [3:0]AN_value );
reg [19:0]count;
always@(posedge clk, negedge reset)
  begin
     if(!reset)
	    begin
		    count<=0;
		    AN_value<=4'b0000;
		    seg_data<=7'b0000001;
		 end
	 else if(count==20'b11111111111111111111)
	         count<=0;
	      else
	       begin
		     count<=count+1;
			  case(count[19:18])
			     2'b00 : begin
				             AN_value<=4'b1110;
								 seg_data<=bcd_to_7segment(d);
                      end							 
				  2'b01 : begin
				             AN_value<=4'b1101;
								 seg_data<=bcd_to_7segment(c);
                      end	
			     2'b10 : begin
				             AN_value<=4'b1011;
								 seg_data<=bcd_to_7segment(b);
                      end	
				  2'b11 : begin
				             AN_value<=4'b0111;
								 seg_data<=bcd_to_7segment(a);
                      end	
			   endcase
		   end
  end
function [6:0]bcd_to_7segment(input [3:0]bcd);
   begin
	  case(bcd)                      
	      4'b0000 : bcd_to_7segment=7'b0000001;			
	      4'b0001 : bcd_to_7segment=7'b1001111;			
	      4'b0010 : bcd_to_7segment=7'b0010010;			
	      4'b0011 : bcd_to_7segment=7'b0000110;			
	      4'b0100 : bcd_to_7segment=7'b1001100;			
	      4'b0101 : bcd_to_7segment=7'b0100100;			
	      4'b0110 : bcd_to_7segment=7'b0100000;			
	      4'b0111 : bcd_to_7segment=7'b0001111;			
	      4'b1000 : bcd_to_7segment=7'b0000000;			
	      4'b1001 : bcd_to_7segment=7'b0000100;
         default : bcd_to_7segment=7'b1111111;			
	  endcase
	end
endfunction
endmodule
==> run.sh <==
#!/bin/bash
# OpenROAD 26Q1-2900-gdf79404cd8, Yosys 0.63+post, stock flow scripts
make -C /OpenROAD-flow-scripts/flow DESIGN_CONFIG=/design/flow/config.mk WORK_HOME=/design/flow/orfs finish
==> config.mk <==
export PLATFORM = sky130hd
export DESIGN_NAME = Top_module_1
export DESIGN_NICKNAME = Top_module_1
export VERILOG_FILES = /design/flow/design.v
export SDC_FILE = /design/flow/constraint.sdc
export NUM_CORES = 4
export LEC_CHECK = 1
export CORE_AREA = 10 10 88 88
export DIE_AREA = 0 0 98 98
==> constraint.sdc <==
current_design Top_module_1

set clk_period 4.4
set clk_io_pct 0.2

create_clock -name clk0 -period $clk_period [get_ports {clk}]

set non_clock_inputs [all_inputs -no_clocks]
set_input_delay [expr $clk_period * $clk_io_pct] -clock clk0 $non_clock_inputs
set_output_delay [expr $clk_period * $clk_io_pct] -clock clk0 [all_outputs]
==> flow.log <==
[report] extracting results
[metrics] status: finished clean
[metrics] Die Wd: 98 um
[metrics] origin of the critical flop-to-flop path: Bts.btss.count[0]$_DFF_PP0_
[metrics] Routed WL per cell: 9.92 um
[metrics] Worst-Skew Late Latency: 0.27 ns
[metrics] Area Overhead vs Synth: 15.0%
[metrics] total negative slack: 0 ns
[metrics] part of the Yosys area used for sequential elements: 50.8%
[metrics] kind of start point of the critical path: register
[metrics] Yosys reg bits: 24
[metrics] vias in the first global route: 723
[metrics] critical path launch point: Bts.btss.count[0]$_DFF_PP0_
[metrics] required time worst endpoint: 4.54 ns
[metrics] Clk Tree Root Cell: clkbuf_8
[metrics] number of setup violations in the final report: 0
[metrics] Bufs on Longest Clock Path: 2
[metrics] CTS tree: done
[metrics] input/output buffers: 5
[metrics] count of cells resized by post-cts repair: 0
[metrics] proportion of layout cells with a drive suffix above 1: 7.63%
[metrics] top achievable clock speed: 489 MHz
[metrics] H-tree lvl count: 1
[metrics] number of nets still failing antenna checks after routing: 0
[metrics] floorplan row count: 28
[metrics] unrepaired setup endpoints after global routing: false
[metrics] total antenna diodes in the routed design: 0
[metrics] Avg Inst Size Synth: 10.7 sq um
[metrics] hold endpoint: Bts.btss.AN_value[3]$_DFFE_PP0P_
[metrics] yosys stat cell total: 111
[metrics] aggregate global routing overflow: 0
[metrics] cell count after synthesis: 111
[metrics] core region area: 0.00592 sq mm
[metrics] Lkg Pwr: 0.000597 uW
[metrics] number of setup buffers added after CTS: 0
[metrics] clock sink total: 24
[metrics] synthesized chip area reported by yosys: 0.00118 sq mm
[metrics] post-detailed-routing wire length: 1910 um
[metrics] Overall Global Routing Usage: 4.09%
[metrics] number of violations of the max-capacitance limit: 0
[metrics] warning count from the yosys run: 12
[metrics] number of ports placed on the die boundary: 24
[metrics] largest voltage drop on the vdd net: 0.247 mV
[metrics] Via-to-Cell Ratio: 3.86
[metrics] count of vias placed by the detailed router: 745
[metrics] depth of the worst register-to-register path: 5
[metrics] synthesized cell area: 0.00118 sq mm
[metrics] first-pass GRT wire length: 3450 um
[metrics] cycle use final: 46.5%
[metrics] worst hold path class: register to register
[metrics] final hold viol count: 0
[metrics] Data arrival, critical path: 2.19 ns
[metrics] Clk pin slew, worst setup/hold paths: 0.09 ns
[metrics] critical path fanouts, max: 14
[metrics] worst setup path category: register to register
[metrics] r2r endpoint: Bts.btss.AN_value[0]$_DFFE_PP0P_
[metrics] final total power: 420 uW
[metrics] tool warning count: 36
[metrics] CTS hold repair buffers: 0
[metrics] die y size: 98 um
[metrics] worst min-delay path startpoint: Bts.btss.AN_value[3]$_DFFE_PP0P_
[metrics] TritonCTS buffer count: 3
[metrics] initial DRC count: 44
[metrics] post-layout minimum cycle time: 2.04 ns
[metrics] Clock Skew: 0.00619 ns
[metrics] Die Area: 0.00960 sq mm
[metrics] post-route DRC violation count: 0
[metrics] Slew Limit Fails: 0
[metrics] setup slack of the worst register-to-register path: 2.36 ns
[metrics] largest net degree at the start of global routing: 15
[metrics] worst-case headroom to the max-slew limit: 61.5%
[metrics] share of the core filled by cells before placement: 20.0%
[metrics] iteration count of the initial detailed-routing pass: 5
[metrics] final RePlAce weighted congestion: 0.748
[metrics] Setup crit end kind: register
[metrics] number of instances on the worst hold path: 1
[metrics] DPL Wire Length: 1360 um
[metrics] number of antenna violations at the first check in global routing: 0
[metrics] power per standard cell area: 309 mW/mm^2
[metrics] number of library cell types mapped by synthesis: 28
[metrics] slew at the pin closest to its max-slew limit: 0.572 ns
-- metrics by stage --
stage          setup slack (ns)  hold WS (ns)  cells  instance area (sq um)  util (%)
5_1_grt                    2.10         0.519    193                   1360      23.0
3_3_place_gp               2.35         0.458    189                   1290      21.8
2_1_floorplan              2.75         0.425    116                   1200         -
6_report                   2.36         0.483    193                   1360      23.0
4_1_cts                    2.31         0.488    193                   1360      23.0
3_5_place_dp               2.34         0.468    189                   1290      21.8
-- worst max-delay path, cell delays in order, from the launching register on --
cell	delay (ns)
dfrtp_1	0.40
ha_1	0.24
and4_1	0.24
nor4b_4	0.32
and3_1	0.57
a21oi_1	0.14
-- flip-flops by register name, indices dropped and copies added (netlist names) --
| signal | count |
|---|---|
| Bts.btss.count | 20 |
| Bts.btss.AN_value | 4 |
-- layer usage --
| layer | up-vias | GRT usage (%) | wire, um |
|---|---|---|---|
| li1 | 370 | - | - |
| met5 | - | 0 | 0 |
| met3 | 5 | 1.21 | 82 |
| met4 | 0 | 0.447 | 21 |
| met1 | 360 | 5.34 | 947 |
| met2 | 10 | 6.75 | 864 |
-- synth_stat cells, drive strengths merged --
master / number / share of area (%)
nand2: 7 / 2.2
mux2i: 1 / 0.85
nor2b: 3 / 1.6
dfrtp: 24 / 51
ha: 1 / 1.1
nand4: 5 / 5.2
or4: 1 / 0.64
xor2: 4 / 3.0
a21o: 1 / 0.64
nor2: 14 / 4.4
xnor2: 12 / 8.9
or3: 1 / 0.53
a21oi: 4 / 2.0
nand3: 6 / 2.5
nor4b: 1 / 2.0
buf: 8 / 5.4
o21ai: 1 / 0.42
nand2b: 1 / 0.53
nor4: 2 / 1.1
nor3: 2 / 0.85
and3: 2 / 1.1
conb: 2 / 0.64
inv: 5 / 1.6
o21a: 1 / 0.64
and4: 2 / 1.5
-- cell type report --
class / instances / area (sq um)
timing repair buffer: 6 / 57.6
inverter: 5 / 18.8
fill: 621 / 4560
clock buffer: 3 / 41.3
multi-input combinational: 79 / 518
tap: 75 / 93.8
clock inverter: 1 / 30.0
sequential: 24 / 601
-- placed cells by master, fill, tap and decap left out, types with 2 or more instances in the layout --
cell and instances:
nor3_1 2, nand2_1 7, clkbuf_8 3, nor2b_1 3, nor2_1 14, inv_1 5
nand4_1 3, xor2_1 4, clkdlybuf4s50_1 5, a21oi_1 3, conb_1 7, nor4_1 2
nand3_1 6, dfrtp_1 24, and3_1 2, nand4_4 2, and4_1 2, xnor2_1 12
-- logic make-up after synthesis --
group | synth area share [%]
buf+inv | 6.98
other cells | 0.635
mux | 0.847
xor+xnor | 11.9
flops | 50.8
fa+ha+maj | 1.06
simple gates | 24.1
compound gates | 3.70
-- report_power, final --
| group | leakage [uW] | internal [uW] | switching (uW) | total [uW] |
|---|---|---|---|---|
| clock | 0.0000357 | 122 | 71.8 | 193 |
| combinational | 0.000251 | 1.40 | 4.66 | 6.06 |
| sequential | 0.000310 | 220 | 0 | 220 |
| total | 0.000597 | 343 | 76.5 | 420 |
-- worst max path at each step --
stage	depth (start not counted)	endpoint	slack (ns)
finish	5	Bts.btss.AN_value[0]$_DFFE_PP0P_	2.36
CTS	5	Bts.btss.AN_value[0]$_DFFE_PP0P_	2.31
global route	5	Bts.btss.AN_value[0]$_DFFE_PP0P_	2.10
Power is estimated from default activity; no workload was simulated.
